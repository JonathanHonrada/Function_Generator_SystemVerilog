==> flow/design.v <==
`timescale 1ns / 1ps
module clk_divider(
    input clk,
    input [31:0]max,
    output logic sclk = 0
    );
logic [31:0] count = 0;
always@(posedge clk)
    begin
        if (count < max)
            begin
            sclk <= sclk;
            count <= count + 1;
            end
        else if (count == max)
            begin
            sclk <= ~sclk;
            count <= 0;
            end
    end
endmodule
==> flow/run.sh <==
#!/bin/bash
# OpenROAD 26Q1-2900-gdf79404cd8, Yosys 0.63+post, stock flow scripts
make -C /OpenROAD-flow-scripts/flow DESIGN_CONFIG=/design/flow/config.mk WORK_HOME=/design/flow/orfs finish
==> flow/config.mk <==
export PLATFORM = sky130hd
export DESIGN_NAME = clk_divider
export DESIGN_NICKNAME = clk_divider
export VERILOG_FILES = /design/flow/design.v
export SDC_FILE = /design/flow/constraint.sdc
export NUM_CORES = 4
export LEC_CHECK = 1
export CORE_UTILIZATION = 50
export SYNTH_HDL_FRONTEND = slang
==> flow/constraint.sdc <==
current_design clk_divider

set clk_period 7.1
set clk_io_pct 0.2

create_clock -name clk0 -period $clk_period [get_ports {clk}]

set non_clock_inputs [all_inputs -no_clocks]
set_input_delay [expr $clk_period * $clk_io_pct] -clock clk0 $non_clock_inputs
set_output_delay [expr $clk_period * $clk_io_pct] -clock clk0 [all_outputs]
==> impl_table.tex <==
% Auto-generated results table
\begin{tabular}{lr}
\hline
Metric & Value \\
\hline
\multicolumn{2}{l}{\textbf{Synth}} \\
\quad Number of distinct standard cells referenced by the synthesized netlist & 32 \\
\quad Synthesis warning total & 0 \\
\quad Share of synthesized cell area in full adder, half adder and majority cells & between 10\% and 20\% \\
\quad Number of register bits inferred by synthesis & 33 \\
\quad Summed instance area of the synthesized netlist & 0.00276 mm² \\
\quad Prevailing logic family in the synthesized netlist & simple AND/OR/NAND/NOR gates \\
\quad Count of instantiated cells in the yosys netlist & between 200 and 300 \\
\quad Syn\_area\_per\_cell & 10.2 µm² \\
\quad Multiplexer area fraction after synthesis & 0\% \\
\quad Chip area from the yosys synthesis statistics & between 0.002 and 0.003 mm² \\
\quad Synth Area in Simple Gates & 26.1\% \\
\quad Post-synthesis share of cell area spent on and-or and or-and gates & between 6 and 7\% \\
\quad Count of mapped cells out of synthesis & $\sim$270 \\
\quad Proportion of synthesized chip area in sequential cells & 35.9\% \\
\quad Area share of xor/xnor cells in the synthesized design & 9.53\% \\
\multicolumn{2}{l}{\textbf{Route}} \\
\quad Via count of the routed design & between 2000 and 2500 \\
\quad N\_diodes & 0 \\
\quad Per-cell routed wire length & 14.3 µm \\
\quad Via density per instance & about 5.5 \\
\quad Number of remaining DRC errors & 0 \\
\quad Number of DRC violations after detailed-routing iteration 0 & slightly below 90 \\
\quad Routed Antenna Nets & 0 \\
\quad Post-Route WL & 5410 µm \\
\quad Detailed Routing Iterations Pass 1 & 4 \\
\multicolumn{2}{l}{\textbf{CTS}} \\
\quad Clock edge transition at the registers on the reported setup and hold paths & approximately 60 ps \\
\quad Post CTS Setup Buffer Count & 0 \\
\quad Clock latency on the worst-skew pair & 290 ps \\
\quad Buffer levels on the longest clock path & 2 \\
\quad Number of buffers inserted during clock tree synthesis & 5 \\
\quad CTS-repair resized insts & 0 \\
\quad Count of hold buffers inserted by post-cts repair & 0 \\
\quad Sinks on Clock Net & 33 \\
\quad H-tree lvl count & 2 \\
\quad TritonCTS clock tree & built \\
\quad Root Buffer & sky130\_fd\_sc\_hd\_\_clkbuf\_8 \\
\multicolumn{2}{l}{\textbf{Worst setup path}} \\
\quad CP startpoint kind & primary input \\
\quad Critical path class & primary input to flip-flop \\
\quad Required time of the critical path & 7100 ps \\
\quad Arrival time at the worst endpoint & about 4600 ps \\
\quad Capturing element type of the critical path & flip-flop \\
\quad Critical Path Fanout Max & 29 \\
\multicolumn{2}{l}{\textbf{Cells and area}} \\
\quad Utilization after layout & about three fifths \\
\quad Layout Area Growth over Synthesis & 16.8\% \\
\quad Post-layout instance area & 0.00322 mm² \\
\quad Layout cells sized above 1 & 13.7\% \\
\multicolumn{2}{l}{\textbf{Floorplanning}} \\
\quad Area of the core region & around 0.0052 mm² \\
\quad Chip area & 0.00582 mm² \\
\quad Horizontal extent of the die & between 70 and 80 µm \\
\quad Init Core Util & a little over half \\
\quad Row count & 26 \\
\quad Die Y & around 76 µm \\
\quad I/O pin cnt & 34 \\
\multicolumn{2}{l}{\textbf{Global routing}} \\
\quad GRT Residual Overflow & 0 \\
\quad First-pass GRT wire length & about 9000 µm \\
\quad Tot GR Track Use & between 20\% and 30\% \\
\quad Vias in the first global route & roughly 1900 \\
\quad Antenna violations before repair & 0 \\
\quad Pin count of the biggest net entering global routing & 33 \\
\multicolumn{2}{l}{\textbf{STA}} \\
\quad Worst slew margin & roughly 50\% \\
\quad Final critical path time including I/O delays and setup & between 4000 and 5000 ps \\
\quad Final Max Slew Viols & 0 \\
\quad Finish-stage setup viols & 0 \\
\quad Highest achievable clock rate & about 220 MHz \\
\quad Unrepaired setup endpoints after global routing & false \\
\quad Period utilization & between 60\% and 70\% \\
\quad Worst slew pin tran & about 740 ps \\
\quad Final hold viol count & 0 \\
\quad Clock Skews & between 10 and 15 ps \\
\quad Setup TNS & 0 ps \\
\multicolumn{2}{l}{\textbf{Power and ir drop}} \\
\quad Leak pwr & about 1.4 nW \\
\quad Worst supply voltage drop on vdd & roughly 0.14 mV \\
\quad Overall power & approximately 1.1 mW \\
\quad Power per standard cell area & $\sim$340 mW/mm² \\
\multicolumn{2}{l}{\textbf{Placed design}} \\
\quad Cell area after placement & roughly 0.0031 mm² \\
\quad Port bufs & 33 \\
\quad Half-perimeter wire length after placement & 4020 µm \\
\quad GP Congestion & around 0.85 \\
\multicolumn{2}{l}{\textbf{Flow run}} \\
\quad Max Cap Viol & 0 \\
\quad OpenROAD warning count & 26 \\
\multicolumn{2}{l}{\textbf{Status}} \\
\quad Status & completed \\
\multicolumn{2}{l}{\textbf{Min path}} \\
\quad Path category of the worst min-delay check & flip-flop to flip-flop \\
\hline
\end{tabular}
worst max-delay path: stages:
cell and delay, ps:
sky130_fd_sc_hd__clkdlybuf4s50_1 450, sky130_fd_sc_hd__inv_1 40, sky130_fd_sc_hd__ha_1 310, sky130_fd_sc_hd__nand4_1 170, sky130_fd_sc_hd__nor4_1 550, sky130_fd_sc_hd__a21boi_1 320
sky130_fd_sc_hd__o31a_2 480, sky130_fd_sc_hd__buf_4 400, sky130_fd_sc_hd__o21ai_2 150, sky130_fd_sc_hd__buf_4 290
cell usage in the layout (no fill, tap or decap), drive strengths merged, types with 6 or more instances in the layout:
master,count
nand4,17
xor2,24
clkdlybuf4s50,33
xnor2,6
ha,33
nand2,13
a21oi,13
clkbuf,6
nand3,17
and3,10
nor3,33
edfxtp,33
inv,34
kinds of logic (layout without fill, tap and decap cells):
kind of cell / count (synthesis) / after routing
buffers and inverters: 42 / 78
adders and majority gates: 33 / 33
AOI/OAI and AO/OA: 27 / 27
DFF: 33 / 33
and+or+nand+nor: 106 / 106
xor gates and xnor gates: 30 / 30
synthesized netlist by cell type:
library cell / count / area, µm²
sky130_fd_sc_hd__a2111o_1: 1 / 11.3
sky130_fd_sc_hd__a2111oi_0: 1 / 8.76
sky130_fd_sc_hd__a21boi_1: 1 / 7.51
sky130_fd_sc_hd__a21o_1: 3 / 22.5
sky130_fd_sc_hd__a21oi_1: 12 / 60.1
sky130_fd_sc_hd__a21oi_2: 1 / 8.76
sky130_fd_sc_hd__a221o_1: 2 / 20.0
sky130_fd_sc_hd__and2_1: 1 / 6.26
sky130_fd_sc_hd__and3_1: 10 / 62.6
sky130_fd_sc_hd__and4_1: 5 / 43.8
sky130_fd_sc_hd__buf_2: 1 / 5.00
sky130_fd_sc_hd__buf_4: 3 / 22.5
sky130_fd_sc_hd__buf_6: 3 / 33.8
sky130_fd_sc_hd__clkbuf_1: 1 / 3.75
sky130_fd_sc_hd__edfxtp_1: 33 / 991
sky130_fd_sc_hd__ha_1: 33 / 413
sky130_fd_sc_hd__inv_1: 34 / 128
sky130_fd_sc_hd__nand2_1: 13 / 48.8
sky130_fd_sc_hd__nand3_1: 17 / 85.1
sky130_fd_sc_hd__nand4_1: 17 / 106
sky130_fd_sc_hd__nor2_1: 4 / 15.0
sky130_fd_sc_hd__nor2b_1: 3 / 18.8
sky130_fd_sc_hd__nor3_1: 3 / 15.0
sky130_fd_sc_hd__nor3_2: 30 / 300
sky130_fd_sc_hd__nor4_1: 3 / 18.8
sky130_fd_sc_hd__o211ai_1: 1 / 7.51
sky130_fd_sc_hd__o21ai_0: 2 / 10.0
sky130_fd_sc_hd__o21ai_1: 1 / 5.00
sky130_fd_sc_hd__o31a_1: 1 / 8.76
sky130_fd_sc_hd__o31ai_1: 1 / 7.51
sky130_fd_sc_hd__xnor2_1: 6 / 52.6
sky130_fd_sc_hd__xor2_1: 24 / 210
worst paths after layout:
kind	startpoint	endpoint	slack [ps]	depth (start not counted)
setup / recovery	max[14]	count[8]	2500	10
hold / removal	sclk	sclk	540	1
setup reg to reg	count[13]	count[8]	3620	8
hold reg to reg	sclk	sclk	540	1
registers in the layout, summed over array words and instances (netlist names):
name,cells
count,32
sclk,1
cell type report:
cell class	count	area (µm²)
clock buffers	6	72.6
clock inverters	1	3.75
fillers	445	1980
inverters	34	128
multi-input cells	196	1580
flip-flops and latches	33	991
well taps	70	87.6
repair buffers	37	360
report_power, final:
part | internal [mW] | total, mW | switching, mW
logic | 0.204 | 0.472 | 0.268
registers | 0.370 | 0.488 | 0.119
clock network | 0.0660 | 0.131 | 0.0648
total | 0.639 | 1.09 | 0.452
routing by layer:
layer | GRT usage (%) | up-vias | share of wire [%]
li1 | - | 1061 | -
met1 | 35.1 | 948 | 50
met2 | 31.0 | 52 | 44
met3 | 3.41 | 5 | 4.8
met4 | 1.92 | 0 | 1.1
met5 | 0 | - | 0
per-stage QoR:
stage	setup slack [ps]	std cells	hold slack, ps
after detailed placement	2250	370	535
final	2500	377	544
after global placement	2250	370	527
after CTS	2530	377	548
after floorplan	1520	271	487
after global routing	2320	377	588
Power figures rest on the tool's default switching activity, not on a simulated workload.
