<file path="flow/design.v">
`timescale 1ns / 1ps
module Func_Gen_Controller(
    input [2:0]wave_type,
    input clk,
    input [31:0] input_bus [3:0],
    output logic[7:0] amplitude [7:0],
    output logic [7:0] amplitude_sin [7:0]
);
parameter [2:0] sine = 4'b000, square = 4'b001, saw = 4'b010, triangle = 4'b011, custom = 4'b100; 
reg [31:0] amp_cos[1:0], amp_sin[1:0];
initial
    begin
    amp_cos[0]=0;
    amp_cos[1]=0;
    amp_sin[0]=0;
    amp_sin[1]=0;
    end
always@(posedge clk)
begin
    amp_cos[0] <= input_bus [0];
    amp_cos[1] <= input_bus [1];
    amp_sin[0] <= input_bus [2];
    amp_sin[1] <= input_bus [3];
end
always_comb
if (wave_type == sine)
    begin
    amplitude[0] = 150;
    amplitude[1] = 0;
    amplitude[2] = 0;
    amplitude[3] = 0;
    amplitude[4] = 0;
    amplitude[5] = 0;
    amplitude[6] = 0;;
    amplitude[7] = 0;
    amplitude_sin[0] = 0;
    amplitude_sin[1] = 0;
    amplitude_sin[2] = 0;
    amplitude_sin[3] = 0;
    amplitude_sin[4] = 0;
    amplitude_sin[5] = 0;
    amplitude_sin[6] = 0;
    amplitude_sin[7] = 0;
    end
else if(wave_type == square)
    begin
    amplitude[0] = 0;
    amplitude[1] = 0;
    amplitude[2] = 0;
    amplitude[3] = 0;
    amplitude[4] = 0;
    amplitude[5] = 0;
    amplitude[6] = 0;
    amplitude[7] = 0;
    amplitude_sin[0] = 90;
    amplitude_sin[1] = 40;
    amplitude_sin[2] = 23;
    amplitude_sin[3] = 13;
    amplitude_sin[4] = 7;
    amplitude_sin[5] = 3;
    amplitude_sin[6] = 1;
    amplitude_sin[7] = 0;
    end
else if(wave_type == saw)
    begin
    amplitude[0] = 0;
    amplitude[1] = 0;
    amplitude[2] = 0;
    amplitude[3] = 0;
    amplitude[4] = 0;
    amplitude[5] = 0;
    amplitude[6] = 0;
    amplitude[7] = 0;
    amplitude_sin[0] = 30;
    amplitude_sin[1] = 0;
    amplitude_sin[2] = 9;
    amplitude_sin[3] = 0;
    amplitude_sin[4] = 5;
    amplitude_sin[5] = 0;
    amplitude_sin[6] = 1;
    amplitude_sin[7] = 0;
    end
else if(wave_type == triangle)
    begin
    amplitude[0] = 51;
    amplitude[1] = 0;
    amplitude[2] = 6;
    amplitude[3] = 0;
    amplitude[4] = 2;
    amplitude[5] = 0;
    amplitude[6] = 1;
    amplitude[7] = 0;
    amplitude_sin[0] = 0;
    amplitude_sin[1] = 0;
    amplitude_sin[2] = 0;
    amplitude_sin[3] = 0;
    amplitude_sin[4] = 0;
    amplitude_sin[5] = 0;
    amplitude_sin[6] = 0;
    amplitude_sin[7] = 0;
    end
    else if(wave_type == custom)
    begin
    amplitude[0] = amp_cos[0][31:24];
    amplitude[1] = amp_cos[0][23:16];
    amplitude[2] = amp_cos[0][15:8];
    amplitude[3] = amp_cos[0][7:0];
    amplitude[4] = amp_cos[1][31:24];
    amplitude[5] = amp_cos[1][23:16];
    amplitude[6] = amp_cos[1][15:8]; 
    amplitude[7] = amp_cos[1][7:0];  
    amplitude_sin[0] = amp_sin[0][31:24];
    amplitude_sin[1] = amp_sin[0][23:16];
    amplitude_sin[2] = amp_sin[0][15:8]; 
    amplitude_sin[3] = amp_sin[0][7:0];  
    amplitude_sin[4] = amp_sin[1][31:24];
    amplitude_sin[5] = amp_sin[1][23:16];
    amplitude_sin[6] = amp_sin[1][15:8]; 
    amplitude_sin[7] = amp_sin[1][7:0];  
    end
else
    begin
    amplitude[0] = 150;
    amplitude[1] = 0;
    amplitude[2] = 0;
    amplitude[3] = 0;
    amplitude[4] = 0;
    amplitude[5] = 0;
    amplitude[6] = 0;
    amplitude[7] = 0;
    amplitude_sin[0] = 0;
    amplitude_sin[1] = 0;
    amplitude_sin[2] = 0;
    amplitude_sin[3] = 0;
    amplitude_sin[4] = 0;
    amplitude_sin[5] = 0;
    amplitude_sin[6] = 0;
    amplitude_sin[7] = 0;
    end
endmodule
</file>
<file path="flow/run.sh">
#!/bin/bash
# OpenROAD 26Q1-2900-gdf79404cd8, Yosys 0.63+post, stock flow scripts
make -C /OpenROAD-flow-scripts/flow DESIGN_CONFIG=/design/flow/config.mk WORK_HOME=/design/flow/orfs finish
</file>
<file path="flow/config.mk">
export PLATFORM = sky130hd
export DESIGN_NAME = Func_Gen_Controller
export DESIGN_NICKNAME = Func_Gen_Controller
export VERILOG_FILES = /design/flow/design.v
export SDC_FILE = /design/flow/constraint.sdc
export NUM_CORES = 4
export LEC_CHECK = 1
export CORE_AREA = 10 10 172 172
export DIE_AREA = 0 0 182 182
export SYNTH_HDL_FRONTEND = slang
</file>
<file path="flow/constraint.sdc">
current_design Func_Gen_Controller

set clk_period 18.4
set clk_io_pct 0.2

create_clock -name clk0 -period $clk_period [get_ports {clk}]

set non_clock_inputs [all_inputs -no_clocks]
set_input_delay [expr $clk_period * $clk_io_pct] -clock clk0 $non_clock_inputs
set_output_delay [expr $clk_period * $clk_io_pct] -clock clk0 [all_outputs]
</file>
==> results.sh <==
# physical design summary
export IMPL_outcome="finished clean"
export IMPL_arrival_ns=5.91
export IMPL_grt_pass1_wl_microns=20800
export IMPL_synth_main_ff_cell="dfxtp_1"
export IMPL_drtPass1Iterations=4
export IMPL_portBuffers=259
export IMPL_hold_viol=0
export IMPL_via_per_inst=3.31
export IMPL_setup_viol=0
export IMPL_slew_violations=0
export IMPL_crit_fanout=61
export IMPL_vias=3047
export IMPL_crit_required_ns=14.72
export IMPL_criticalPathCategory="in2out"
export IMPL_antenna_found_initial=0
export IMPL_clkTransAtPathRegs_ns=0.06
export IMPL_htreeDepth=4
export IMPL_wire_per_inst_microns=15.0
export IMPL_power_leakage_nw=2.81
export IMPL_synth_flops=128
export IMPL_synthAoiAreaFrac_pct=5.10
export IMPL_intPower_w=0.000568
export IMPL_combPwrFrac_pct=8.6
export IMPL_drv_cap=0
export IMPL_grt_overflow=0
export IMPL_diodes=0
export IMPL_cts_hold_buf=0
export IMPL_synth_area_mux_share_pct=0
export IMPL_die_height_microns=182
export IMPL_ys_chip_area_sq_um=3730
export IMPL_synth_dominant_cell_count="dfxtp_1"
export IMPL_crit_path_start="wave_type[2]"
export IMPL_core_sq_um=25900
export IMPL_syn2layout_area_growth_pct=95.9
export IMPL_synthTopCellsByArea="dfxtp_1, and2_1, nand3b_1"
export IMPL_async_reset_ff_share_pct=0
export IMPL_fp_util_pct=14.4
export IMPL_grt_pass1_vias=3303
export IMPL_yosys_top_cells_count="dfxtp_1, and2_1, nand3b_1, buf_2, a21oi_1"
export IMPL_cts_tree="built"
export IMPL_synth_edff_count=0
export IMPL_setup_tns_ns=0
export IMPL_ys_warn_count=0
export IMPL_dr_first_iter_drc_count=76
export IMPL_drive_above_1_share_pct=6.32
export IMPL_yosysTopAreaCell="dfxtp_1"
export IMPL_power_frac_clock_pct=50.6
export IMPL_cts_num_sinks=128
export IMPL_rsz0062_at_grt="no"
export IMPL_top_level_ports=260
export IMPL_grtUsageTotal_pct=8.13
export IMPL_warning_count=25
export IMPL_top_area_share_pct=68.7
export IMPL_layout_min_cycle_time_ns=9.59
export IMPL_die_x_microns=182
export IMPL_grt_max_degree=62
export IMPL_syn_area_sq_um=3730
export IMPL_ys_sh_xor_pct=0
export IMPL_drc=0
export IMPL_post_place_ws_ns=8.74
export IMPL_ys_sh_simple_pct=23.3
export IMPL_powerDensity_nw_per_um2=98.9
export IMPL_p_seq_share_pct=40.8
export IMPL_fp_row_count=59
export IMPL_ys_types=18
export IMPL_syn_mean_instance_area_sq_um=11.9
export IMPL_gp_congestion=0.714
export IMPL_ys_sh_adder_pct=0
export IMPL_synthCells=313
export IMPL_endpoint_kind="primary output"
export IMPL_power_switching_w=0.000155
export IMPL_cts_resized=0
export IMPL_cts_inserted_buffers=17
export IMPL_postCtsSetupBuffers=0
export IMPL_fmax_ghz=0.104
export IMPL_topCombFamilyByArea="simple AND/OR/NAND/NOR gates"
export IMPL_worst_slew_pin_transition_ns=0.513
export IMPL_ys_cells=313
export IMPL_worst_setup_path_start_kind="input pin"
export IMPL_crit_path_end="amplitude[24]"
export IMPL_postRouteAntennaNets=0
export IMPL_setup_ws_ns=8.81
export IMPL_drt_total_wl_microns=13800
export IMPL_switching_share_pct=21.4
export IMPL_cts_root_buffer="clkbuf_16"
export IMPL_dp_hpwl_microns=10500
export IMPL_peakVddDrop_v=0.0000522
export IMPL_ys_seq_share_pct=68.7
export IMPL_clockBufferDepth=2
export IMPL_hp_class="in2reg"
export IMPL_max_slew_margin_pct=65.8
export IMPL_die_area_sq_um=33100
export IMPL_fin_crit_sh_pct=52.1
registers in the layout (all words and copies together) (netlist names):
signal / cells
amp_sin: 64
amp_cos: 64
per-layer routing:
layer | global-route usage [%] | part of all wire (%) | up-vias
li1 | - | - | 1525
met1 | 9.91 | 42 | 1353
met2 | 12.4 | 44 | 164
met3 | 5.07 | 13 | 5
met4 | 0.781 | 0.63 | 0
met5 | 0 | 0 | -
power groups by stage:
stage / sequential [W] / clock (W) / combinational, W
4_1_cts: 0.000295 / 0.000381 / 0.0000638
5_1_grt: 0.000296 / 0.000394 / 0.0000680
6_report: 0.000295 / 0.000366 / 0.0000622
cells by family after synthesis:
family | Yosys count
AND/OR/NAND/NOR | 131
AND-OR/OR-AND | 30
flip-flops | 128
buffers and inverters | 24
layout by cell type, fill, tap and decap left out:
master             n
nor4b_1            2
buf_4              5
bufinv_16          4
nor4bb_1           1
clkbuf_1           1
nor3b_4            1
o211ai_1           7
o21a_1             2
nor3b_1            2
clkbuf_16         17
clkinvlp_4         2
nand2b_1           2
o21bai_1           1
clkinv_4           5
inv_6              3
nor3_1             2
or3b_1             3
a21oi_1           14
and2_1            96
and3b_1            1
a21o_1             6
dfxtp_1          128
nand3b_1          21
clkdlybuf4s50_1  259
worst min path at each step:
| stage | startpoint | end | slack, ns | cells after the start |
|---|---|---|---|---|
| 4_1_cts | input_bus[42] | amp_cos[0][42]$_DFF_P_ | 3.68 | 1 |
| 6_report | input_bus[71] | amp_sin[0][7]$_DFF_P_ | 3.71 | 1 |
| 5_1_grt | input_bus[79] | amp_sin[0][15]$_DFF_P_ | 3.68 | 1 |
worst max-delay path: stages:
cell,delay (ns)
clkdlybuf4s50_1,0.46
buf_4,0.31
nor3b_4,0.26
buf_4,0.44
and2_1,0.20
clkdlybuf4s50_1,0.51
per-stage QoR:
| stage | hold slack [ns] | cell area [sq um] | util, % | instances | total power (W) |
|---|---|---|---|---|---|
| 5_1_grt | 3.68 | 7310 | 28.2 | 920 | 0.000759 |
| 6_report | 3.71 | 7310 | 28.2 | 920 | 0.000723 |
| 3_5_place_dp | 4.13 | 6680 | 25.8 | 888 | 0.000365 |
| 4_1_cts | 3.68 | 7310 | 28.2 | 920 | 0.000740 |
| 3_3_place_gp | 4.13 | 6680 | 25.8 | 888 | 0.000365 |
| 2_1_floorplan | 3.71 | 3730 | - | 313 | 0.000312 |
final cells by class:
| type | count | area (sq um) |
|---|---|---|
| Fill cell | 2646 | 18600 |
| Tap cell | 335 | 419 |
| Multi-Input combinational cell | 161 | 1070 |
| Sequential cell | 128 | 2560 |
| Clock buffer | 18 | 429 |
| Timing Repair Buffer | 264 | 2630 |
| Clock inverter | 14 | 205 |
Power is estimated from default activity; no workload was simulated.
